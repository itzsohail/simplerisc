<file path="./run.sh">
#!/bin/bash
# OpenROAD 26Q1-2900-gdf79404cd8, Yosys 0.63+post, stock flow scripts
make -C /OpenROAD-flow-scripts/flow DESIGN_CONFIG=/design/flow/config.mk WORK_HOME=/design/flow/orfs finish
</file>
<file path="./config.mk">
export PLATFORM = sky130hd
export DESIGN_NAME = branchunit
export DESIGN_NICKNAME = branchunit
export VERILOG_FILES = /design/flow/design.v
export SDC_FILE = /design/flow/constraint.sdc
export NUM_CORES = 4
export LEC_CHECK = 1
export CORE_AREA = 10 10 70 70
export DIE_AREA = 0 0 80 80
</file>
<file path="./constraint.sdc">
current_design branchunit

set clk_period 1.0
set clk_io_pct 0.2

create_clock -name clk0 -period $clk_period

set non_clock_inputs [all_inputs -no_clocks]
set_input_delay [expr $clk_period * $clk_io_pct] -clock clk0 $non_clock_inputs
set_output_delay [expr $clk_period * $clk_io_pct] -clock clk0 [all_outputs]
</file>
<file path="./design.v">
module aludesign(clk,aluSignals,op1,op2,immx,isImmediate,aluResult);
output reg [31:0] aluResult;
input clk;
input wire [31:0] op1;
input wire [31:0] op2;
input wire [31:0] immx;
input wire [4:0] aluSignals ;
input wire isImmediate;
reg flags_E,flags_GT;
wire [31:0] A;
wire [31:0] B;
assign A=op1;
assign B = (isImmediate) ? immx : op2;
always@(*)
begin
case (aluSignals)
5'b00000:aluResult=A+B;
5'b00001:aluResult=A-B;
5'b00100:aluResult=A%B;
5'b00101:
begin
if(A>B)
flags_GT=1'b1;
else 
flags_GT=1'b0;
if(A==B)
flags_E=1'b1;
else 
flags_E=1'b0;
end
5'b00110: aluResult=A&B;
5'b00111:aluResult=A|B;
5'b01000:aluResult=(~B);
5'b01001:aluResult=B;
5'b01010:aluResult=A<<B;
5'b01011:aluResult=A>>B;
5'b01100:aluResult=A>>>B;
5'b01110:aluResult=A+B;
5'b01111:aluResult=A+B;
default:aluResult=aluResult;
endcase
end
 flags g1(1'b1,flag_E,flag_GT,flag_E,flag_GT);
endmodule
module flags(save,flage,flaggt,flag_E,flag_GT);
input wire flage,flaggt;
reg flag[0:1];
input wire save;
 output wire flag_E,flag_GT;
assign flag_E=flag[0];
assign flag_GT=flag[1];
always@(*)
if(save)
begin
flag[0]=flage;
flag[1]=flaggt;
end
endmodule
module branchunit(isRet,branchPC,isBeq,isBgt,isUBranch,isBranchTaken,branchTarget,op1);
output reg [31:0] branchPC;
input wire isRet,isUBranch,isBeq,isBgt;
input wire [31:0] branchTarget,op1;
wire flags_E ,flags_GT;
 flags g2(1'b0,1'b0,1'b0,flag_E,flag_GT);
output reg isBranchTaken;
always@(*)
begin
isBranchTaken=isBeq&flags_E || isUBranch || isBgt&flags_GT;
if(isRet)
branchPC=op1;
else 
branchPC=branchTarget;
end
endmodule
</file>
==> flow_metrics.env <==
# implementation run metrics
export IMPL_n_antenna_cell=0
export IMPL_synth_cells=37
export IMPL_layout_min_cycle_time_ns=1.182
export IMPL_antenna_left=0
export IMPL_yosys_warnings=7
export IMPL_hold_viol_final=0
export IMPL_grt_pass1_wl_um=4105
export IMPL_max_stage_delay_ns=0.30
export IMPL_yosys_area_share_aoi_pct=0
export IMPL_vias=684
export IMPL_path_common_cell="buf_12"
export IMPL_clkbuf_count=0
export IMPL_fin_cells=181
export IMPL_tightest_slew_ns=0.1114
export IMPL_gp_congestion=0.7868
export IMPL_yosysUniqueCellTypes=5
export IMPL_yosys_area_top_type_share_pct=81.63
export IMPL_placeableCoreArea_um2=3416
export IMPL_drive_gt1_share_pct=52.59
export IMPL_critical_path_class="input port to output pin"
export IMPL_pin_count=101
export IMPL_grt_pass1_vias=709
export IMPL_critPathMaxFanout=5
export IMPL_openroad_warnings=36
export IMPL_p_leak_nw=0.8542
export IMPL_die_y_um=80
export IMPL_total_power_w=0.0006296
export IMPL_ys_cells=37
export IMPL_grt_start_max_net_pins=12
export IMPL_syn_avg_cell_area_um2=14.91
export IMPL_seq_area_um2=0
export IMPL_grt_overflow=0
export IMPL_holdPathEnd="isBranchTaken"
export IMPL_adder_share_pct=0
export IMPL_crit_buf_inv=4
export IMPL_syn_area_um2=551.8
export IMPL_slew_viol_final=0
export IMPL_postRouteWirelength_um=2969
export IMPL_dieArea_um2=6400
export IMPL_cap_viol_max_count=0
export IMPL_finalSetupTns_ns=-3.385
export IMPL_placementRows=21
export IMPL_outcome="finished with violations"
export IMPL_cp_required_ns=0.80
export IMPL_track_usage_pct=8.104
export IMPL_top_cells_by_area="mux2_4 (82%), buf_12 (11%), mux2_2 (4.1%)"
export IMPL_rsz0062_at_grt="true"
export IMPL_cp_arrival_ns=0.98
export IMPL_wire_per_inst_um=16.40
export IMPL_ys_sh_xor_pct=0
export IMPL_min_path_type="input port to output pin"
export IMPL_startpoint_type="input port"
export IMPL_antenna_found_initial=0
export IMPL_place_ws_ns=-0.5089
export IMPL_max_slew_margin_pct=92.57
export IMPL_drt_first_pass_iters=2
export IMPL_fmax_mhz=846.2
export IMPL_postCtsHoldBufs=0
export IMPL_fp_dieW_um=80
export IMPL_area_growth_pct=185.3
export IMPL_slowest_stage="mux2_4"
export IMPL_ys_chip_area_um2=551.8
export IMPL_powerDensity_nw_per_um2=400.0
export IMPL_dp_cells=177
export IMPL_nFillCells=335
export IMPL_fin_crit_sh_pct=118.2
export IMPL_setup_viol=32
export IMPL_critical_path_top_delay_family="buffers and inverters"
export IMPL_peakVddDrop_v=0.0001365
export IMPL_ys_sh_simple_pct=0
export IMPL_setup_ws_ns=-0.1818
export IMPL_min_from="isUBranch"
export IMPL_violations="negative setup slack"
export IMPL_fp_util_pct=16.15
export IMPL_mux_area_share_pct=85.71
export IMPL_ys_seq_share_pct=0
export IMPL_topCombFamilyByArea="multiplexers"
export IMPL_ff_count=0
export IMPL_crit_path_end_kind="output pin"
export IMPL_drc=0
export IMPL_via_per_inst=3.779
export IMPL_top_area_cell="mux2_4"
export IMPL_min_path_cells=0
export IMPL_crit_chain="buf_12, buf_12, buf_12, mux2_4, buf_6"
export IMPL_io_buffers=97
export IMPL_dr_first_iter_drc_count=3
==> cells in the mapped netlist <==
| cell | count |
|---|---|
| mux2_4 | 30 |
| buf_12 | 3 |
| mux2_2 | 2 |
| buf_4 | 1 |
| buf_6 | 1 |
==> layout make-up <==
cell class,count,area (µm²),share of cell area [%]
timing repair buffer,103,1040,66.06
multi-input combinational,32,476.7,30.29
tap,46,57.56,3.657
==> logic make-up (layout without fill, tap and decap cells) <==
group | count (synthesis) | after routing
buffers and inverters | 5 | 103
muxes | 32 | 32
==> through the flow <==
stage | instance area (µm²) | util [%] | hold slack (ns)
floorplan | 551.8 | - | 0.4664
global placement | 1524 | 44.62 | 0.4000
detailed placement | 1524 | 44.62 | 0.4000
CTS | 1518 | 44.43 | 0.4000
global route | 1574 | 46.08 | 0.4000
finish | 1574 | 46.08 | 0.4000
==> layout by cell type (no fill, tap or decap), drive strengths merged <==
| master | netlist | final |
|---|---|---|
| buf | 5 | 39 |
| dlygate4sd2 | 0 | 44 |
| dlymetal6s2s | 0 | 5 |
| clkdlybuf4s50 | 0 | 15 |
| mux2 | 32 | 32 |
==> report_power, final <==
group          internal (W)  switching [W]  leakage, nW  total [W]
Sequential                0              0            0          0
Combinational      0.000493       0.000137        0.854   0.000630
Clock                     0              0            0          0
==> routing by layer <==
metal | global-route usage, % | wire, µm | up-vias
met1 | 8.635 | 1046 | 307
met3 | 2.614 | 277 | 2
met5 | 0 | 0 | -
met2 | 15.73 | 1635 | 37
li1 | - | - | 338
met4 | 0.1761 | 9 | 0
==> worst max-delay path by stage <==
stage         startpoint            to  slack [ns]  cells past startpoint
CTS                isRet  branchPC[31]       -0.19                      5
global route       isRet  branchPC[10]       -0.21                      5
finish             isRet  branchPC[31]       -0.18                      5
==> timing repair <==
item                                    4_1_cts  5_1_grt
cloned                                        2        0
endpoints found under the setup margin       32       32
setup buffers                                 2        0
pin swaps                                     0        0
resized                                     165       12
Power is estimated from default activity; no workload was simulated.
