==> design/flow/design.v <==
module fetch(pc,inst,immx,branchTarget,clk);
input clk;
input wire [31:0] inst;
input wire [31:0] pc;
output reg [31:0]immx;
output reg [31:0] branchTarget;
wire [31:0]target;
assign target = {{5{inst[26]}}, inst[26:0]};
always @(*)
begin
branchTarget<=pc+target;
if (inst[17:16]==2'b10)
immx<={inst[15:0],16'h0000};
else 
immx<={16'h0000,inst[15:0]};
end
endmodule
==> design/flow/run.sh <==
#!/bin/bash
# OpenROAD 26Q1-2900-gdf79404cd8, Yosys 0.63+post, stock flow scripts
make -C /OpenROAD-flow-scripts/flow DESIGN_CONFIG=/design/flow/config.mk WORK_HOME=/design/flow/orfs finish
==> design/flow/constraint.sdc <==
current_design fetch

set clk_period 9.5
set clk_io_pct 0.2

create_clock -name clk0 -period $clk_period

set non_clock_inputs [all_inputs -no_clocks]
set_input_delay [expr $clk_period * $clk_io_pct] -clock clk0 $non_clock_inputs
set_output_delay [expr $clk_period * $clk_io_pct] -clock clk0 [all_outputs]
==> design/flow/config.mk <==
export PLATFORM = sky130hd
export DESIGN_NAME = fetch
export DESIGN_NICKNAME = fetch
export VERILOG_FILES = /design/flow/design.v
export SDC_FILE = /design/flow/constraint.sdc
export NUM_CORES = 4
export LEC_CHECK = 1
export CORE_AREA = 10 10 105 105
export DIE_AREA = 0 0 115 115
==> ci_impl_report.md <==
### Flow metrics

| Metric | Value |
|---|---|
| Status | `complete, no violations` |
| Core Box Area | `8760 sq um` |
| Initial Util | `23.6%` |
| Vias in the first global route | `2488` |
| Residual DRC | `0` |
| Via/cell ratio | `4.89` |
| Rows | `34` |
| Post-CTS Resized | `0` |
| Reg area | `0 sq um` |
| Tightest Hold Check Type | `in -> out` |
| Finished Core Util | `38.2%` |
| DPL Wire Length | `7150 um` |
| Share of layout cells above drive strength 1 | `4.24%` |
| RSZ-0062 raised after global routing | `false` |
| # hold bufs at CTS | `0` |
| Final Max Slew Viols | `0` |
| Grt total ovfl | `0` |
| Area growth syn-to-layout | `62.0%` |
| GP Congestion | `0.930` |
| Post-Syn Instances | `293` |
| Worst Tran Pin Value | `0.885 ns` |
| Die extent in x | `115 um` |
| Register share of total power | `0%` |
| N_diodes | `0` |
| Clock buffers | `0` |
| Main area contributors | `ha_1 19%, and2_1 10%, xnor2_1 6.8%` |
| Num ports | `129` |
| Logic area | `1960 sq um` |
| DR WL/cell | `16.0 um` |
| CP arrival | `4.89 ns` |
| P per Cell Area | `69.7 nW/um^2` |
| Rel. slew slack | `40.9%` |
| Overall Global Routing Usage | `11.9%` |
| Synthesized area per cell | `7.05 sq um` |
| Crit path max-delay cell type | `clkdlybuf4s50_1` |
| Critical path class | `in -> out` |
| Fmax | `147 MHz` |
| Pleak | `1.31 nW` |
| Cells in synth_stat.txt | `293` |
| Post-Syn Area | `2060 sq um` |
| Clock group share of total power | `0%` |
| Routed Wire Length | `8170 um` |
| Critical path launch point type | `primary input` |
| Chip Area, Yosys | `2060 sq um` |
| Worst Hold Depth | `3` |
| OpenROAD warnings | `38` |
| Top-area cell share | `18.8%` |
| Post CTS Setup Buffer Count | `0` |
| Crit path DRT | `7.60 ns` |
| Top cells by count | `33 x and2_1, 31 x ha_1, 28 x nand2_1` |
| Yosys warns | `1` |
| Register share after synthesis | `0%` |
| P_sw | `96.0 uW` |
| PortBufs | `123` |
| Seq cells | `0` |
| Yosys top cell by area | `ha_1` |
| Distinct lib cells | `53` |
| Die H | `115 um` |
| Pin count of the biggest net entering global routing | `17` |
| Die area | `13200 sq um` |
| Internal power | `137 uW` |
| Final setup TNS | `0 ns` |
| First-pass GRT wire length | `13000 um` |
| Cycle use final | `71.5%` |
| Pre-antenna DRT Iters | `4` |
| Switching Share | `41.2%` |
| Top cell type by instance count after synthesis | `and2_1` |
| Final Hold Vio Count | `0` |
| Max cap viols | `0` |
| Combinational Power Share | `100.0%` |
| Final Setup Violations | `0` |
| Minimum clock period | `6.79 ns` |
| Crit-path cells | `clkdlybuf4s50_1 -> ha_1 -> fa_1 -> a21o_1 -> a221oi_2 -> o21a_2 -> o31ai_4 -> a221oi_2 -> xnor2_1 -> clkdlybuf4s50_1` |
| Worst path max stage delay | `0.50 ns` |
| Fillers | `905` |
| Maximum fanout along the worst path | `4` |
| Final ANT Viol Nets | `0` |
| Worst Setup End Kind | `output port` |
| Maximum vdd drop | `0.0288 mV` |
| Initial antenna violation count | `0` |
| DR vias | `2490` |
| Initial drt markers | `116` |
[layout make-up]
cell class                 instances  share of cell area, %
inverter                           6                  0.673
tap                              108                   4.04
timing repair buffer             123                   36.8
multi-input combinational        272                   58.5
[routing by layer]
layer  up-vias  GRT usage (%)  wire length, um
met1      1129           16.1             3610
met2        63           20.6             4080
met4         0              0                0
met3         0           1.90              480
met5         -              0                0
li1       1298              -                -
[metrics by stage]
step	hold WS, ns	area, sq um	std cells	total power, mW	setup WS (ns)
final	4.78	3340	509	0.233	2.71
after global routing	4.82	3340	509	0.258	2.55
after CTS	4.79	3340	509	0.237	2.69
after detailed placement	4.79	3340	509	0.235	2.71
after global placement	4.78	3340	509	0.235	2.70
after floorplan	3.87	2060	293	0.109	3.93
[worst max-delay path, delay by kind of cell]
kind	cells	cell delay (ns)
AND-OR/OR-AND	5	1.22
XOR/XNOR	1	0.15
adder cells (fa/ha/maj)	2	0.68
buffers and inverters	2	0.94
[power groups by stage]
stage	combinational (mW)	sequential, mW	clock, mW
finish	0.233	0	0
global route	0.258	0	0
CTS	0.237	0	0
[worst paths after layout]
kind / start / end / slack, ns
worst min-delay path: inst[0] / immx[0] / 4.78
worst max-delay path: inst[0] / branchTarget[30] / 2.71
[logic make-up (layout without fill, tap and decap cells)]
| logic type | after synthesis | count (layout) | share of synthesized area, % |
|---|---|---|---|
| adders and majority gates | 32 | 32 | 19.8 |
| xor gates and xnor gates | 28 | 28 | 11.9 |
| buffers and inverters | 21 | 129 | 5.27 |
| and+or+nand+nor | 111 | 111 | 28.2 |
| AOI/OAI and AO/OA | 101 | 101 | 34.8 |
[cell usage in the layout, fill, tap and decap left out, types with 2 or more instances in the layout]
| master | netlist | layout |
|---|---|---|
| clkdlybuf4s50_1 | 0 | 123 |
| and2_1 | 33 | 33 |
| ha_1 | 31 | 31 |
| nand2_1 | 28 | 28 |
| a21oi_1 | 27 | 27 |
| nor2_1 | 19 | 19 |
| o21ai_0 | 17 | 17 |
| xnor2_1 | 16 | 16 |
| xor2_1 | 12 | 12 |
| nand4_1 | 7 | 7 |
| nand3_1 | 7 | 7 |
| a21o_1 | 7 | 7 |
| o21a_1 | 6 | 6 |
| a211oi_1 | 6 | 6 |
| o211ai_1 | 5 | 5 |
| inv_1 | 5 | 5 |
| and3_1 | 5 | 5 |
| a221oi_2 | 3 | 3 |
| o21bai_1 | 3 | 3 |
| o22ai_1 | 3 | 3 |
| nor2b_1 | 3 | 3 |
| a31o_2 | 2 | 2 |
| a311oi_2 | 2 | 2 |
| a211o_1 | 2 | 2 |
| a221oi_1 | 2 | 2 |
| a31oi_1 | 2 | 2 |
Power is estimated from default activity; no workload was simulated.
